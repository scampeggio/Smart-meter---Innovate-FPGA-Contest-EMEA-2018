==> design/flow/design.v <==
module adc_reader(
	clk,  
	measure_start,  
	measure_ch,
	measure_done,
	measure_dataread,
	ADC_CONVST,
	ADC_SCK,
	ADC_SDI,
	ADC_SDO 
);
input								clk;
input								measure_start;
input		[2:0]					measure_ch;
output	reg					measure_done;
output	[11:0]				measure_dataread;
output		          		ADC_CONVST;
output		          		ADC_SCK;
output	reg          		ADC_SDI;
input 		          		ADC_SDO;
reg pre_measure_start;
always @ (posedge clk)	
begin
	pre_measure_start <= measure_start;
end
wire reset_n;
assign reset_n = (~pre_measure_start & measure_start)?1'b0:1'b1;
reg [15:0] tick;	
always @ (posedge clk or negedge reset_n)	
begin
	if (~reset_n)
		tick <= 0;
	else if (tick < (((0+70)+12)+320))
		tick <= tick + 1;
end
assign ADC_CONVST = (tick >= 0 && tick < (0+3))?1'b1:1'b0;
reg clk_enable;  
always @ (negedge clk or negedge reset_n)	 
begin
	if (~reset_n)
		clk_enable <= 1'b0;
	else if ((tick >= (0+70) && tick < ((0+70)+12)))
		clk_enable <= 1'b1;
	else
		clk_enable <= 1'b0;
end
assign ADC_SCK = clk_enable?clk:1'b0;
reg [(12-1):0] read_data;
reg [3:0] write_pos;
assign measure_dataread = read_data;
always @ (negedge clk or negedge reset_n)	
begin
	if (~reset_n)
	begin
		read_data <= 0;
		write_pos <= 12-1;
	end
	else if (clk_enable)
	begin
		read_data[write_pos] <= ADC_SDO;
		write_pos <= write_pos - 1;
	end
end
wire read_ch_done;
assign read_ch_done = (tick == (((0+70)+12)+320))?1'b1:1'b0;
always @ (posedge clk or negedge reset_n)	
begin
	if (~reset_n)
		measure_done <= 1'b0;
	else if (read_ch_done)
		measure_done <= 1'b1;
end
reg [(6-1):0] config_cmd;
always @(negedge reset_n)
begin
	if (~reset_n)
	begin
		case (measure_ch)
			0 : config_cmd <= {4'h0, 1'b1, 1'b0}; 
			1 : config_cmd <= {4'h0, 1'b1, 1'b0}; 
			2 : config_cmd <= {4'h9, 1'b1, 1'b0}; 
			3 : config_cmd <= {4'hD, 1'b1, 1'b0}; 
			4 : config_cmd <= {4'hA, 1'b1, 1'b0}; 
			5 : config_cmd <= {4'hE, 1'b1, 1'b0}; 
			6 : config_cmd <= {4'hB, 1'b1, 1'b0}; 
			7 : config_cmd <= {4'hF, 1'b1, 1'b0}; 
			default : config_cmd <= {4'hF, 2'b00}; 
		endcase
	end
end
wire config_init;
wire config_enable;
wire config_done;
reg [2:0] sdi_index;
assign config_init = (tick == ((0+3)))?1'b1:1'b0;	
assign config_enable = (tick > (0+70) && tick <= ((0+70)+6 - 1))?1'b1:1'b0;	 
assign config_done = (tick > ((0+70)+6 - 1))?1'b1:1'b0;	
always @(negedge clk)	
begin
	if (config_init)
	begin
		ADC_SDI <= config_cmd[6-1];
		sdi_index <= 6-2;
	end
	else if (config_enable)
	begin
		ADC_SDI <= config_cmd[sdi_index];
		sdi_index <= sdi_index - 1;
	end
	else if (config_done)
		ADC_SDI <= 1'b0;  
end
endmodule
==> design/flow/run.sh <==
#!/bin/bash
# OpenROAD 26Q1-2900-gdf79404cd8, Yosys 0.63+post, stock flow scripts
make -C /OpenROAD-flow-scripts/flow DESIGN_CONFIG=/design/flow/config.mk WORK_HOME=/design/flow/orfs finish
==> design/flow/config.mk <==
export PLATFORM = sky130hd
export DESIGN_NAME = adc_reader
export DESIGN_NICKNAME = adc_reader
export VERILOG_FILES = /design/flow/design.v
export SDC_FILE = /design/flow/constraint.sdc
export NUM_CORES = 4
export LEC_CHECK = 1
export CORE_UTILIZATION = 30
==> design/flow/constraint.sdc <==
current_design adc_reader

set clk_period 2.1
set clk_io_pct 0.2

create_clock -name clk0 -period $clk_period [get_ports {clk}]

set non_clock_inputs [all_inputs -no_clocks]
set_input_delay [expr $clk_period * $clk_io_pct] -clock clk0 $non_clock_inputs
set_output_delay [expr $clk_period * $clk_io_pct] -clock clk0 [all_outputs]
==> results.yml <==
# physical design summary
clocking:
  worstSkewPairLatency_ns: 0.46
  cts_hold_buf: 0
  tritoncts: "built"
  clk_pin_slew_worst_paths_ns: 0.09
drt:
  drc: 0
  drt_iter0_drc: 43
  n_antenna_cell: 0
  wirelength_um: 4896
  drt_first_pass_iters: 4
  viasPerCell: 4.799
  wl_per_cell_um: 12.59
  postRouteAntennaNets: 0
  num_vias: 1867
grt:
  grt_antenna_before_repair: 0
  grt_pass1_wl_um: 8404
  grt_pass1_vias: 1816
  grtUsageTotal: 0.1422
  grt_overflow_total: 0
  grt_max_degree: 22
pwr:
  max-vdd-ir-drop_uv: 324.2
  switching_share: 0.2176
  p_comb_frac: 0.023
  leakagePower_nw: 1.308
  power.internal_w: 0.001276
  power_density_nw_per_um2: 521.4
  p_clk_frac: 0.509
  p_switching_w: 0.0003549
  pwr-share-seq: 0.468
synth:
  top_cells_by_count: "dfrtp_1, dfrtn_1, nand2_1, nor3_1, o31ai_1"
  numSynthFlops: 43
  syn_inst: 217
  synth-edff-count: 1
  avgSynthCellArea_sq_um: 10.09
  synth.distinct_cells: 55
  yosysChipArea_sq_um: 2190
  async_reset_ff_frac: 0.7907
  synth_area_sq_um: 2190
  yosys.area.top_type: "dfrtp_1"
  yosysMostFrequentCell: "dfrtp_1"
  synth_top_area_share: 0.1943
  ys_cells: 217
  yosysWarnings: 1
  ys_top_cells_by_area: "dfrtp_1, dfrtn_1, dfxtp_1"
  ff_type: "dfrtp_1"
  ys_seq_share: 0.4771
final_timing:
  unclocked_pins: 4
  hold_violations: 0
  setup_viol: 22
  worst_pin_slew_ns: 0.7218
  untimed_endpoints: 4
  setup_slack_ns: -0.5184
  maxSlewViolCount: 0
  rsz0062_at_grt: "yes"
  fin_skew_ns: 0.07558
  tns_ns: -7.022
  maxSlewHeadroom: 0.5188
setup_path:
  setup.worst_path.class: "reg2reg"
  worstPathCellList: "and3_1, or4_1, a21oi_1, nand2_1"
  r2r_start: "tick[2]$_DFFE_PP0N_"
  timing.reg2reg.setup_slack_ns: -0.52
  crit_family: "simple AND/OR/NAND/NOR gates"
  worstPathArrival_ns: 1.78
  rr_endpoint: "ADC_SDI$_DFFE_NP_"
  slowest_delay_ns: 0.46
  crit_path_start_kind: "register"
  crit_path_end_kind: "register"
  worstPathMaxFanout: 6
  path_buffers: 0
  crit_required_ns: 1.27
  r2r_cells: 4
  cpMaxStageDelayCell: "dfrtp_1"
run:
  max_cap_viol_count: 0
  tool_warnings: 34
placed_design:
  place_congestion: 0.8835
  hpwl_um: 3406
  port_buffers: 21
cells_and_area:
  drive_gt1_frac: 0.3925
  postLayoutCoreUtil: 0.4529
  nFillCells: 640
  area_delta_synth_final_pct: 42.86
floorplan:
  core_area_sq_um: 6907
  ios: 22
  fp_util: 0.3170
  die_w_um: 87.43
  dieArea_sq_um: 7644
  num_rows: 30
  die_y_um: 87.43
status:
  status: "finished, violations left"
  violations: "setup timing"
hold_path:
  hold_path.class: "reg2async"
## worst register-to-register path, stage by stage (launching register included)
cell     delay (ns)
dfrtp_1        0.46
and3_1         0.25
or4_1          0.41
a21oi_1        0.18
nand2_1        0.10
## cells in the final DEF (no fill, tap or decap), types with 9 or more instances in the layout
| master | n |
|---|---|
| nor2_1 | 11 |
| inv_1 | 14 |
| dfrtn_1 | 14 |
| buf_2 | 15 |
| dfrtp_1 | 15 |
| nand2_1 | 12 |
| nor3_1 | 11 |
| o31ai_1 | 10 |
| o22ai_1 | 9 |
| buf_4 | 52 |
## kinds of logic after synthesis
logic type,Yosys count,synth area share
and+or+nand+nor,81,0.2160
AOI/OAI and AO/OA,43,0.1411
DFF,43,0.4771
buffers and inverters,28,0.06114
xor gates and xnor gates,10,0.04000
adders and majority gates,7,0.04000
muxes,5,0.02457
## routing by layer
metal  wire (um)  track usage  part of all wire
met5           0            0                 0
met4          52      0.02683             0.011
met3         223      0.02596             0.046
met2        2338       0.2259              0.48
met1        2281       0.2101              0.47
## power groups by stage
stage | logic (W) | registers (W) | clock network (W)
CTS | 0.0000394 | 0.000763 | 0.000851
global route | 0.0000437 | 0.000763 | 0.000905
finish | 0.0000378 | 0.000763 | 0.000830
## timing repair
item / in CTS / in global routing
setup endpoints to repair: 23 / 23
gates cloned: 0 / 0
setup buffers: 9 / 5
resized: 60 / 10
pin swaps: 8 / 9
## sequential cells by signal, indices dropped and copies added (netlist names)
| signal | flops |
|---|---|
| ADC_SDI | 1 |
| clk_enable | 1 |
| config_cmd | 4 |
| measure_done | 1 |
| pre_measure_start | 1 |
| read_data | 12 |
| sdi_index | 3 |
| tick | 16 |
| write_pos | 4 |
## stage by stage
stage	hold slack, ns	std cells	power, W	instance area [sq um]	worst slack [ns]
6_report	0.3979	389	0.001631	3128	-0.5184
5_1_grt	0.4506	389	0.001712	3128	-0.5718
4_1_cts	0.4224	385	0.001653	3044	-0.4746
3_5_place_dp	0.4047	359	0.0008400	2809	-0.5637
3_3_place_gp	0.4028	359	0.0008395	2809	-0.5165
2_1_floorplan	0.3446	217	0.0008143	2252	-0.5260
## worst max-delay path by stage
stage / startpoint / end / cells after the start
4_1_cts: tick[10]$_DFFE_PP0N_ / ADC_SDI$_DFFE_NP_ / 4
5_1_grt: tick[15]$_DFFE_PP0N_ / ADC_SDI$_DFFE_NP_ / 4
6_report: tick[2]$_DFFE_PP0N_ / ADC_SDI$_DFFE_NP_ / 4
## area by class of cell
cell class	count	area, sq um	share of cell area
Tap cell	96	120.1	0.03840
Inverter	8	30.03	0.009600
Clock buffer	10	118.9	0.03800
Sequential cell	43	1047	0.3348
Timing Repair Buffer	77	584.3	0.1868
Clock inverter	9	65.06	0.02080
Multi-Input combinational cell	146	1162	0.3716
Power and IR drop assume default switching activity.
